<file path="design/flow/run.sh">
#!/bin/bash
# OpenROAD 26Q1-2900-gdf79404cd8, Yosys 0.63+post, stock flow scripts
make -C /OpenROAD-flow-scripts/flow DESIGN_CONFIG=/design/flow/config.mk WORK_HOME=/design/flow/orfs finish
</file>
<file path="design/flow/constraint.sdc">
current_design fifo

set clk_period 3.6
set clk_io_pct 0.2

create_clock -name clk0 -period $clk_period [get_ports {clk}]

set non_clock_inputs [all_inputs -no_clocks]
set_input_delay [expr $clk_period * $clk_io_pct] -clock clk0 $non_clock_inputs
set_output_delay [expr $clk_period * $clk_io_pct] -clock clk0 [all_outputs]
</file>
<file path="design/flow/design.v">
module fifo #(parameter DATA_WIDTH = 8, parameter DEPTH = 16) (
  input logic clk,
  input logic rst_n,
  input logic wr_en,
  input logic rd_en,
  input logic [DATA_WIDTH-1:0] wr_data,
  output logic [DATA_WIDTH-1:0] rd_data,
  output logic full,
  output logic empty
);
  logic [DATA_WIDTH-1:0] fifo_mem [0:DEPTH-1];
  logic [$clog2(DEPTH)-1:0] wr_ptr, rd_ptr;
  logic [$clog2(DEPTH):0] count;
  always_ff @(posedge clk or negedge rst_n) begin
    if (!rst_n) begin
      wr_ptr <= 0;
    end else if (wr_en && !full) begin
      fifo_mem[wr_ptr] <= wr_data;
      wr_ptr <= (wr_ptr + 1) % DEPTH;  
    end
  end
  always_ff @(posedge clk or negedge rst_n) begin
    if (!rst_n) begin
      rd_ptr <= 0;
    end else if (rd_en && !empty) begin
      rd_data <= fifo_mem[rd_ptr];
      rd_ptr <= (rd_ptr + 1) % DEPTH;  
    end
  end
  always_ff @(posedge clk or negedge rst_n) begin
    if (!rst_n) begin
      count <= 0;
    end else begin
      if (wr_en && rd_en && !full && !empty) begin
        count <= count;
      end else if (wr_en && !full) begin
        count <= count + 1;
      end else if (rd_en && !empty) begin
        count <= count - 1;
      end
    end
  end
  assign full = (count == DEPTH);
  assign empty = (count == 0);
endmodule
</file>
<file path="design/flow/config.mk">
export PLATFORM = sky130hd
export DESIGN_NAME = fifo
export DESIGN_NICKNAME = fifo
export VERILOG_FILES = /design/flow/design.v
export SDC_FILE = /design/flow/constraint.sdc
export NUM_CORES = 4
export LEC_CHECK = 1
export CORE_UTILIZATION = 40
</file>
==> results.txt <==
Latest figures from synthesis and place and route.

The reported net switching power is around 1700 uW. The number of DRC markers after the initial detailed-route iteration is ~320. Entering global routing, the biggest net connects 36 pins. The final timing report lists a max-slew violation count of 0.

In the synthesis report, Yosys lists the chip area as between 6000 and 7000 um2. The instance tally after logic synthesis is around 390. The overall die height is 125 um. Per the post-synthesis stats, the area per cell is 15.5 um2.

The net switching fraction of the power is 31.2%. Per the detail_route report, DRC violations left total 0. Wire segments on met2 add up to 5680 um in the final route. The combinational gate area is ~1500 um2.

In this build the clock could be raised as far as roughly 350 MHz. The detailed router put a total of 4910 um of wire on met1. The final critical-path share of the clock period is approximately four fifths. STA reports the tightest min-delay check as being of type primary input to async pin.

In the post-route report, total wirelength is listed as ~13000 um. Total power normalized to cell area comes to ~790 nW/um2. Looking at the critical path, the highest net fanout was 6. The total number of yosys warnings is 2. The via density per instance is between 5 and 6.

The final timing report lists clock skew as 5.85 ps. After synthesis, the design contains slightly below 400 cells according to Yosys. Per the OpenROAD floorplan log, the width of the die is between 100 and 150 um. The number of antenna violations at the first check in global routing is 0.

The final estimated routing congestion in global placement is approximately 0.86. The final hold violation count is 0. The clock network fraction of total power is between 30% and 40%. The worst setup margin is between 700 and 800 ps.

Combinational cells account for 28.9% of the total power. The CTS root buffer is clkbuf_16. The floorplan has between 40 and 50 rows. The synthesis stat section lists a flop and latch total of between 100 and 150.

The slew at the pin closest to its max-slew limit is ~800 ps. Per the detail_route log, met3 wirelength is about 1700 um. The average wire per cell in the routed design is slightly above 20 um.

Of the synthesized area, sequential elements account for about three quarters. The share of synthesized area in the top cell type comes to roughly 68%. After Yosys synthesis, AND-OR and OR-AND compound gates account for between 10% and 20% of the synthesized area. The first global-routing pass estimated 19900 um of wire.

Summed over all failing endpoints, the final setup total negative slack is 0 ps. Among the non-sequential cells, AND-OR/OR-AND gates take the most area. The proportion of synthesized area in mux cells is a little over 2%.

Antenna repair during routing inserted a diode count of 0. Signal routing reaches up to met4. The ratio of cells with drive above 1 in the final layout is roughly 14%. The number of buffers added by the clock tree synthesis step is 17. The total die size is between 15000 and 20000 um2. The area fraction in and, or, nand and nor cells after synthesis is under 10%. The detailed-router iteration count before antenna repair is 4.

The leading cell type in the layout, fill and taps excluded is edfxtp_1. The adder-cell share of the synthesized area is ~2.6%. The count of tool warnings is 31. The synthesized design spends more area on one cell type than any other, namely edfxtp_1.

The initial cell density of the core is ~40%. The quantity of gates resized following cts is 0. The clock tree from TritonCTS is built. In this run, distinct cell masters in the synthesized netlist total 42. The core occupancy in the finished layout is approximately 48%. The number of sinks handled by clock tree synthesis is 149. The worst voltage drop across the vdd grid is roughly 0.00036 V. The run finished with clean final reports. The worst path needs 2830 ps of the cycle, external delays included. The global route stage reports its total congestion overflow as 0. The synthesized netlist devotes approximately 1.3% of its cell area to XOR and XNOR gates.

The total leakage power is around 0.0024 uW. Per the layout report, the design carries 1186 filler cells. The I/O pin total is 22. CTS reports a maximum clock tree buffer depth of 2. In this run the cell area of the synthesized design comes to around 6000 um2. The area taken by sequential standard cells is reported as 4410 um2. Setup repair after global routing left no endpoint under its margin. The CTS H-tree depth is 4.

The clock reaches the later pin of the worst-skew pair after 420 ps. By area the synthesized netlist is led by edfxtp_1, dfrtp_1, a22oi_1. Logged for this run, the post-placement worst setup slack is ~450 ps.

The final HPWL from detailed placement is between 8000 and 9000 um. The OpenROAD report gives the critical path a required time of about 2900 ps. The count of final setup violators is 0.

The count of maximum capacitance violations is 0. The final hold slack is between 500 and 600 ps. The number of global-route vias before repair was around 3700. The global routing report lists combined usage of all routing layers as 18.6%. Per the post-route antenna check, the number of violating nets is 0. The nature of the critical path endpoint is a primary output. The routed layout has 3480 vias. The flow reports that sequential cells draw about two fifths of the design power. The signal arrival time at the worst endpoint is roughly 2100 ps. The area of the core is roughly 15000 um2. The clock-pin slew of the registers on the worst-case setup and hold paths is roughly 60 ps. In this run the layout overhead on the synthesized area is reported as 17.7%. Measured against its own limit, the worst slew margin works out to a little under half. The critical path in this run is classified as flip-flop to primary output. The overall power of the completed layout is ~5600 uW. The count of port buffers added during placement is 21.

The top cell types in the final layout, fill and taps aside, are edfxtp_1, a22oi_1, clkdlybuf4s50_1. Post-CTS timing repair inserted 0 buffers for setup. The number of cells traversed by the worst register-to-register path is 7. Buffers inserted to repair hold after CTS numbered 0. STA classifies the critical path startpoint as a flip-flop.

Cell internal power was estimated by the tool at around 3900 uW.
==> Yosys cell counts (all sizes together) <==
master	instances
a21boi	1
or3b	1
dfrtp	13
a22oi	38
buf	10
nand4b	2
a211o	1
nor3	16
a32oi	2
o21ai	18
nand3	17
mux2i	2
and3b	2
a21o	2
a22o	20
o21a	1
nor2	14
a21oi	8
nor4b	1
nor2b	1
nor4	1
edfxtp	136
nand4	4
o221ai	1
and3	1
or4	1
a221o	2
inv	6
mux2	9
xnor2	8
a31o	2
fa	1
ha	11
clkbuf	15
xor2	1
nand2b	4
clkinv	1
and2	2
nand2	12
==> per-layer routing <==
layer | GRT usage (%) | up-vias
met4 | 3.20 | 0
met5 | 1.31 | -
met1 | 24.9 | 1700
met2 | 27.3 | 159
met3 | 11.7 | 19
li1 | - | 1602
==> cell families after synthesis <==
family | after synthesis
AND-OR/OR-AND | 96
multiplexers | 11
buffers and inverters | 32
adder cells (fa/ha/maj) | 12
flip-flops | 149
AND/OR/NAND/NOR | 79
XOR/XNOR | 9
==> per-stage QoR <==
| step | std cells | cell area [um2] |
|---|---|---|
| 2_1_floorplan | 388 | 6030 |
| 3_3_place_gp | 587 | 6510 |
| 3_5_place_dp | 587 | 6510 |
| 4_1_cts | 619 | 7100 |
| 5_1_grt | 619 | 7100 |
| 6_report | 619 | 7100 |
==> power groups by stage <==
stage / Combinational, uW / Sequential, uW / Clock (uW)
finish: 1620 / 2240 / 1740
global route: 1820 / 2260 / 1840
CTS: 1640 / 2240 / 1770
==> flip-flops by register name (all words and copies together), names as in the netlist <==
register / flops
rd_ptr: 4
rd_data: 8
count: 5
wr_ptr: 4
fifo_mem: 128
==> worst max-delay path: stages, from the launching register on <==
cell             delay, ps
dfrtp_1                450
or4_1                  640
nor2_1                 140
clkdlybuf4s50_1        470
==> final timing paths <==
| kind | startpoint | slack [ps] | to |
|---|---|---|---|
| max reg2reg | rd_ptr[1] | 1040 | rd_data[2] |
| max in group asynchronous | rst_n | 2630 | rd_ptr[2] |
| min | rst_n | 530 | wr_ptr[3] |
| min reg2reg | fifo_mem[0][4] | 540 | rd_data[4] |
| min in group clk0 | fifo_mem[0][4] | 540 | rd_data[4] |
| max | count[0] | 770 | empty |
==> area by class of cell <==
type | instances | area share (%)
flip-flops and latches | 149 | 62.1
well taps | 184 | 3.24
clock buffers | 18 | 6.05
clock inverters | 14 | 2.26
inverters | 7 | 0.370
repair buffers | 40 | 4.97
multi-input cells | 207 | 21.0
Power is estimated from default activity; no workload was simulated.
